$ cat run.sh
#!/bin/bash
# OpenROAD 26Q1-2900-gdf79404cd8, Yosys 0.63+post, stock flow scripts
make -C /OpenROAD-flow-scripts/flow DESIGN_CONFIG=/design/flow/config.mk WORK_HOME=/design/flow/orfs finish
$ cat config.mk
export PLATFORM = sky130hd
export DESIGN_NAME = uint32_receiver
export DESIGN_NICKNAME = uint32_receiver
export VERILOG_FILES = /design/flow/design.v
export SDC_FILE = /design/flow/constraint.sdc
export NUM_CORES = 4
export LEC_CHECK = 1
export CORE_AREA = 10 10 105 105
export DIE_AREA = 0 0 115 115
$ cat constraint.sdc
current_design uint32_receiver

set clk_period 4.7
set clk_io_pct 0.2

create_clock -name clk0 -period $clk_period [get_ports {clk}]

set non_clock_inputs [all_inputs -no_clocks]
set_input_delay [expr $clk_period * $clk_io_pct] -clock clk0 $non_clock_inputs
set_output_delay [expr $clk_period * $clk_io_pct] -clock clk0 [all_outputs]
$ cat design.v
module uint32_receiver(
    input clk,
   input reset,
   input enable,
   input [7:0] uart_data,
   input uart_valid,
   output reg [31:0] data = 0,
   output reg data_valid = 1'b0
   );
parameter STATE_IDLE = 4'd0;
parameter STATE_RECEIVING = 4'd1;
reg [3:0] state = STATE_IDLE;
reg [3:0] received_bytes = 4'd0;
always @(posedge clk)
begin
   if(reset)
   begin
       received_bytes <= 4'd0;
       state <= STATE_IDLE;
   end
   else
   begin
      received_bytes <= received_bytes;
      state <= state;
      data_valid <= 1'b0;
      data <= data;
       case(state)
           STATE_IDLE:
           begin
               if(enable)
               begin
                   received_bytes <= 4'd0;
                   data_valid <= 4'd0;
                   state <= STATE_RECEIVING;
               end
           end
           STATE_RECEIVING:
           begin
               if(uart_valid)
               begin
                   data <= {data[23:0], uart_data};
                   received_bytes <= received_bytes + 1;
                   if(received_bytes == 3)
                   begin
                       state <= STATE_IDLE;
                       data_valid <= 1'b1;
                   end
               end
           end
       endcase        
   end
end
endmodule
==> impl_metrics.toml <==
# synthesis and place-and-route metrics
[clock_tree]
clk-insertion-delay-late_ns = 0.28
cts_buffers = 5
htree_levels = 2
cts_sinks = 38
cts-resized-gates = 0
cts_tree = "yes"
hold_buffers = 0
postCtsSetupRepairBufs = 0
path_clk_slew_ns = 0.07
max-clock-path-buffers = 2
cts_root_buf = "clkbuf_8"

[detailed_routing]
viasPerCell = 3.20
wl_per_cell_um = 12.4
drc = 0
dr.pass1.iters = 4
drt-initial-drc-count = 46
num_antenna_cells = 0
routed_wl_um = 2760
ant_nets = 0
via_count = 713

[worst_setup_path]
required_ns = 4.64
crit_path_end_kind = "register"
r2r.worst_path.cells = 2
worst_setup_path_start_kind = "primary input"
path_class = "primary input to register"
cp.arrival_ns = 2.14
cp_max_fo = 32

[synth]
seq_area_frac_synth_pct = 86.9
yosys_warnings = 1
ys_area_sq_mm = 0.00126
syn_area_sq_mm = 0.00126
topCellsByArea = "edfxtp_1 (79%), dfxtp_1 (8.0%), nand4b_1 (1.4%), nor2_1 (1.2%), nor3b_1 (1.2%)"
synth_cells = 63
synth_top_area_share_pct = 78.9
synth_cell_types = 20
synth_flops = 38
yosysCellCount = 63
top_area_cell = "edfxtp_1"
syn_area_per_cell_sq_um = 19.9

[layout]
fill_cells = 928
fin_cells = 223
final_layout_size_suffix_gt1_share_pct = 7.83
area_growth_pct = 53.3
final_cell_area_sq_mm = 0.00193

[sta]
setup_viol = 0
max_freq_mhz = 453
hold_viol_final = 0
rsz0062_at_grt = "no"
fin_setup_tns_ns = 0
drv_slew = 0
setup_ws_ns = 2.49
worstMarginPinSlew_ns = 0.400
finalCriticalPeriod_ns = 2.21
slew_headroom_pct = 73.3
skew_ns = 0.00568
finalClockPeriodUsage_pct = 47.0

[power]
switching_share_pct = 19.0
ir_worst_vdd_v = 0.000109
p_switching_w = 0.000120
clockPowerShare_pct = 35.6
power_density_mw_per_mm2 = 327
seqPwrFrac_pct = 59.9
leakage_nw = 0.629
power.internal_w = 0.000511
power.share.combinational_pct = 4.6

[floorplan]
ios = 45
fp.dieH_um = 115
initCoreUtil_pct = 14.3
die_w_um = 115
die_area_sq_mm = 0.0132
rows = 34
core_area_sq_mm = 0.00876

[placement]
dpl_cell_area_sq_mm = 0.00183
portBuffers = 44
gp_congestion = 0.680
dp.cells = 215
place_ws_ns = 2.18
dp_hpwl_um = 2120

[status]
outcome = "finished clean"

[global_route]
grt_max_degree = 33
grt_pass1_vias = 702
overflow = 0
grt_usage_pct = 3.99
grt_pass1_wl_um = 4050
antenna_found_initial = 0

[job]
warnings = 25
maxCapViolCount = 0

[hold_path]
hold_depth = 0
hp-class = "register to register"
## synthesized netlist by cell type (all sizes together)
cell type / count
edfxtp: 33
dfxtp: 5
nor2: 4
a21oi: 2
nand2: 2
nand4b: 2
nor3b: 2
a31oi: 1
and3: 1
and4: 1
buf: 1
ha: 1
inv: 1
mux2: 1
nand3: 1
nor3: 1
o311ai: 1
or3b: 1
or4b: 1
xor2: 1
## per-stage QoR
| step | total power (W) | hold slack, ns | utilization (%) |
|---|---|---|---|
| floorplan | 0.000389 | 0.400 | - |
| detailed placement | 0.000415 | 0.435 | 20.9 |
| global placement | 0.000414 | 0.434 | 20.9 |
| CTS | 0.000643 | 0.451 | 22.0 |
| global route | 0.000661 | 0.455 | 22.0 |
| finish | 0.000630 | 0.445 | 22.0 |
## layer usage
| layer | part of all wire (%) | vias up | GRT usage (%) |
|---|---|---|---|
| met4 | 2.0 | 0 | 1.07 |
| li1 | - | 349 | - |
| met2 | 44 | 33 | 5.56 |
| met1 | 38 | 329 | 4.72 |
| met5 | 0 | - | 0 |
| met3 | 15 | 2 | 3.11 |
## power groups by stage
stage | combinational, W | sequential [W] | clock [W]
final | 0.0000287 | 0.000377 | 0.000224
after CTS | 0.0000298 | 0.000377 | 0.000236
after global routing | 0.0000316 | 0.000379 | 0.000250
## cells in the final DEF, fill, tap and decap left out
master and n:
ha_1 1, and3_1 1, clkdlybuf4s50_1 44, dfxtp_1 5
inv_1 1, o311ai_1 1, xor2_1 1, mux2_2 1
or3b_1 1, nor3_1 1, nand2_1 2, clkbuf_1 1
a21oi_1 2, nor3b_1 2, clkbuf_8 6, buf_4 1
clkinv_2 1, edfxtp_1 33, nand4b_1 2, nand3_1 1
nor2_1 4, or4b_1 1, a31oi_1 1, and4_1 1
## path summary, 6_finish.rpt
path | end | slack (ns) | startpoint
max | data[28] | 2.49 | reset
min | data[25] | 0.44 | data[17]
max reg2reg | data[28] | 3.25 | state[0]
min reg2reg | data[25] | 0.44 | data[17]
## final cells by class
cell class / instances / area, sq um / share of cell area, %
Clock buffer: 7 / 86.3 / 4.48
Clock inverter: 1 / 5.00 / 0.260
Inverter: 1 / 3.75 / 0.195
Multi-Input combinational cell: 23 / 156 / 8.12
Sequential cell: 38 / 1090 / 56.7
Tap cell: 108 / 135 / 7.02
Timing Repair Buffer: 45 / 448 / 23.3
## registers in the layout, summed over array words and instances (netlist names)
| register | cells |
|---|---|
| data_valid | 1 |
| data | 32 |
| state | 1 |
| received_bytes | 4 |
## critical path: stages
cell and delay, ns:
clkdlybuf4s50_1 0.53, inv_1 0.14, and3_1 0.16, buf_4 0.36
## cell families after synthesis
kind of cell	share of synthesized area (%)
compound gates	1.99
xor+xnor	0.697
fa+ha+maj	0.996
buf+inv	0.697
flops	86.9
mux	0.896
simple gates	7.87
Power and IR drop assume default switching activity.
