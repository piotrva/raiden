### design.v
`timescale 1ns / 1ps
module glitch(
  input clk,
  input rst,
  input enable,
  input wire [31:0] glitch_delay,
  input wire [31:0] glitch_width,
  input wire [31:0] glitch_count,
  input wire [31:0] glitch_gap,
  input wire [31:0] glitch_max,
  input wire [31:0] reset_target,
  output reg glitched = 1'b0,
  input wire vstart,
  output reg vout = 1'b1,
  output wire finished,
  output wire reset_out
    );
parameter DELAY = 3'b000;
parameter GLITCH = 3'b001;
parameter GAP = 3'b010;
  reg [31:0] width_cnt = 32'd0;
  reg [31:0] cnt = 32'd0;
  reg [31:0] cycles = 32'd0;
  reg [31:0] reset_cnt= 32'd0;
  reg [2:0] state = DELAY;
  assign finished = (glitch_max && cycles == glitch_max);
  assign reset_out = !enable || !reset_target || state != DELAY || (enable && reset_target && state == DELAY && reset_cnt == reset_target);
  always @(posedge clk)
  begin
    if(!enable)
      begin
         state <= DELAY;
         if(!glitched)
           begin
             vout <= vstart;
           end
         width_cnt <= 32'd0;
         cnt <= 32'd0;
      end
    if(rst)
      begin
        state <= DELAY;
        vout <= vstart;
        width_cnt <= 32'd0;
        cnt <= 32'd0;
        glitched <= 1'b0;
        cycles <= 32'b0;
        reset_cnt <= 32'b0;
      end
    if(enable)
    begin
      glitched <= 1'b1;
      case(state)
        DELAY:
          begin
            vout <= 1'b1;
            if(reset_target && reset_cnt < reset_target)
              begin
                reset_cnt <= reset_cnt + 32'b1;
              end
            if(width_cnt == glitch_delay)
              begin
                state <= GLITCH;
                vout <= 1'b0;
                width_cnt <= 32'd0;
                reset_cnt <= 32'd0;
              end
            else
              begin
                width_cnt <= width_cnt + 32'b1;
              end
          end
        GLITCH:
          begin
              if(width_cnt == glitch_width - 1 || glitch_width == 0)
                begin
                  width_cnt <= 32'd0;             
                  state <= GAP;
                  vout <= 1'b1;
                  cnt <= cnt + 32'b1;
                  if(cnt == glitch_count - 1)
                    begin
                      cnt <= 32'd0;
                      state <= DELAY;
                      vout <= 1'b1;
                      cycles <= cycles + 32'b1;
                    end
              end
            else
              begin
                width_cnt <= width_cnt + 32'b1;
              end
          end
        GAP:
          begin
            if(width_cnt == glitch_gap - 1 || glitch_gap == 0)
              begin
                width_cnt <= 32'd0;
                state <= GLITCH;
                vout <= 1'b0;
            end
          else
            begin
              width_cnt <= width_cnt + 32'b1;
            end
          end
        default:
          begin
          end
      endcase
    end
  end
endmodule
### constraint.sdc
current_design glitch

set clk_period 15.4
set clk_io_pct 0.2

create_clock -name clk0 -period $clk_period [get_ports {clk}]

set non_clock_inputs [all_inputs -no_clocks]
set_input_delay [expr $clk_period * $clk_io_pct] -clock clk0 $non_clock_inputs
set_output_delay [expr $clk_period * $clk_io_pct] -clock clk0 [all_outputs]
### config.mk
export PLATFORM = sky130hd
export DESIGN_NAME = glitch
export DESIGN_NICKNAME = glitch
export VERILOG_FILES = /design/flow/design.v
export SDC_FILE = /design/flow/constraint.sdc
export NUM_CORES = 4
export LEC_CHECK = 1
export CORE_UTILIZATION = 50
### run.sh
#!/bin/bash
# OpenROAD 26Q1-2900-gdf79404cd8, Yosys 0.63+post, stock flow scripts
make -C /OpenROAD-flow-scripts/flow DESIGN_CONFIG=/design/flow/config.mk WORK_HOME=/design/flow/orfs finish
==> notes.md <==
Main metrics from the flow reports.

The run finished with clean final reports. The summed standard-cell area reported by yosys is 0.0126 mm². The data arrival time of the worst path came out at 5.40 ns.

The maximum clock frequency is 118 MHz. The routed length on met3 came out at 2.72 mm. Warnings reported by Yosys during synthesis add up to 1.

Row generation in the floorplan step produced 57 rows. The final worst clock skew is 0.0158 ns. The largest fanout of any net on the critical path is 3. The max-slew violation count is 0. Averaged over all synthesized cells, the footprint is 7.10 µm².

The largest net degree at the start of global routing is 54. The count of library flops with an enable pin came out at 0. The H-tree generated during clock tree synthesis spans 4 levels. The post-layout period usage of the worst path is 55.0%. The async set or reset register ratio after synthesis came out at 0%. The last timing report of the flow puts the setup violation total at 0. The layout-stage area growth over the synthesis result came out at 21.0%. The floorplan step defined a die boundary enclosing 0.0259 mm². The buffers inserted during post-CTS setup optimization came out at 0. The worst setup path is captured at an output port. The worst-case max-slew headroom was logged as 43.3%. Looking at the max-slew report, the worst-margin pin has a slew of 0.848 ns. The design area came out at 0.0153 mm². The core utilization at floorplan is 51.5%. The routed length per placed instance came out at 16.9 µm. Looking at the setup timing report, the critical path kind is input pin to output port. For this run, the share of the core covered by cells in the final layout is 62.3%. The analysis reports a worst IR drop on VDD of 74.1 µV. The final RePlAce weighted congestion came out at 0.982. TritonCTS built the clock tree. The sequential share of the synthesized area came out at 21.1%. The final-layout worst hold slack came out at 0.484 ns. The number of top-level pins is 200. The leakage power figure is 0.00567 µW. The number of cells produced by synthesis came out at 1781.

In this run the deepest clock path goes through 2 buffers. The final worst slack is 6.92 ns. The wire length of the first global-routing pass came out at 61.5 mm.

The instance area at placement came out at 0.0147 mm². The die is 161 µm wide. The antenna cell count is 0. In the final layout, the share of cells above drive strength 1 is 3.90%.

The endpoint required time on the critical path is 12.32 ns. After routing, the total negative slack on setup checks comes to 0 ns. Yosys stat counts 1781 cells in the synthesized netlist. The number of antenna violations at the first check in global routing is 0.

The power per unit of standard cell area came out at 61.7 mW/mm². Per the detail_route log, the uppermost layer with routed signals is met4. The number of violations reported at the end of detailed-routing iteration 0 is 1039. The vertical die size came out at 161 µm. Detailed routing placed a total of 17.1 mm of wire on met2. Per the synthesis report, the number of distinct cell types is 84. The clock sink total came out at 133. The area of the mapped netlist is 0.0126 mm². The worst setup path is launched from an input pin.

Sorting the synthesized cells by area gives the leading types as dfxtp_1 21%, xor2_1 7.3%, xnor2_1 5.7%. In this run, post-CTS repair resized a total of 0 instances. The core footprint is 0.0245 mm².

For this run the detailed placement stage logged an HPWL of 28.8 mm. The total via count after detailed routing is 13400. The clock period minus final worst setup slack came out at 8.48 ns.

The tool flagged a number of max-cap violations equal to 0. The number of endpoints with negative hold slack in the final report is 0. The count of warning messages emitted by the tools is 26. Hold repair after CTS inserted 0 buffers. The final wirelength is 37.9 mm. Summed over all instances, the cell type with the most area after synthesis is dfxtp_1. The final global-route overflow total is 0. The number of global-route vias before repair is 12200.

Counting flops and latches in the post-synthesis netlist gives 133. The post-detailed-route count of antenna-violating nets came out at 0. For this run, the detailed router's first-pass iteration total came to 7.

Buffers placed on the I/O ports in this run total 199. The insertion delay of the later-clocked pin in the worst-skew pair came out at 0.42 ns. The CTS buffer count came out at 17. Setup repair after global routing left no endpoint under its margin. The clock edge transition at the registers on the reported setup and hold paths is 0.06 ns.

The tree is rooted in a clkbuf_16. The fraction of post-synthesis cell area in the top cell type by area came out at 21.1%. In the routed layout, each cell is associated on average with a via count of 5.96. The worst-case setup slack after placement is 6.97 ns. Checking hold timing, the worst path is listed with class register to register. In the synthesized netlist the dominant register cell turns out to be dfxtp_1. The detailed-route DRC error count came out at 0. The total global routing track utilization is 29.5%. The wire length on met1 is 17.2 mm.
-- synth_stat cells (all sizes together), types with 6 or more instances --
library cell and instances:
a211oi 7, a21o 21, a21oi 65, a22oi 6, a31oi 37, a32oi 12
and2 32, and3 30, and4 9, buf 16, clkbuf 87, dfxtp 133
ha 39, inv 101, mux2i 20, nand2 172, nand2b 10, nand3 72
nand3b 12, nand4 54, nor2 129, nor2b 24, nor3 89, nor3b 7
nor4 81, nor4b 7, o211ai 10, o21a 14, o21ai 150, o22ai 14
or2 6, or3 20, or4 17, or4b 9, xnor2 82, xor2 106
-- power breakdown --
part / total [µW] / switching (µW) / internal, µW
clock: 393 / 165 / 228
combinational: 180 / 86.0 / 94.3
sequential: 370 / 17.7 / 352
-- per-stage QoR --
stage	cells	power (µW)
floorplan	1781	465
global placement	2216	555
detailed placement	2216	556
CTS	2247	951
global route	2247	987
finish	2247	944
-- state kept, by name, summed over array words and instances (netlist names) --
name	flops
state	3
glitched	1
cnt	32
vout	1
reset_cnt	32
cycles	32
width_cnt	32
-- critical path, stage by stage --
cell,delay [ns]
clkdlybuf4s50_1,0.51
inv_1,0.05
ha_1,0.29
nand4_1,0.15
nor4_1,0.53
a41oi_1,0.18
o21ai_0,0.12
clkdlybuf4s50_1,0.48
-- kinds of logic after synthesis --
group / synth area share, %
DFF: 21.1
AOI/OAI and AO/OA: 20.2
and+or+nand+nor: 33.5
xor gates and xnor gates: 13.0
buffers and inverters: 6.40
adders and majority gates: 3.94
muxes: 1.85
-- final cells by class --
type	instances	area, µm²
fill	2191	9250
multi-input combinational	1444	9170
sequential	133	2660
timing repair buffer	214	2100
clock buffer	18	439
tap	324	405
inverter	101	379
clock inverter	13	124
-- layer usage --
metal	up-vias	GRT usage [%]
li1	6765	-
met3	57	4.58
met2	485	46.6
met5	-	0
met1	6096	43.0
met4	0	6.48
-- final timing paths --
path                                        from          to  slack, ns  cells past startpoint
worst min-delay path                    glitched    glitched       0.48                      1
worst max register to register            cnt[4]  cycles[15]      11.24                     11
worst min register to register          glitched    glitched       0.48                      1
worst max-delay path            reset_target[30]   reset_out       6.92                      8
-- cell usage in the layout (no fill, tap or decap), types with 21 or more instances in the layout --
cell,n
nor2_1,129
nand4_1,53
xnor2_1,82
and3_1,30
xor2_1,106
dfxtp_1,133
nor2b_1,24
a21oi_1,65
a31oi_1,37
clkdlybuf4s50_1,199
a21o_1,21
nor3_1,85
inv_1,101
o21ai_0,141
and2_1,31
nand2_1,172
nor4_1,81
nand3_1,72
ha_1,39
Power figures rest on the tool's default switching activity, not on a simulated workload.
