==> flow/design.v <==
`timescale 1ns / 1ps
module uint32_transmitter(
  input clk,
  input rst,
  input enable,
  input [31:0] u32_data,
  input tx_valid,
  output reg [7:0] data_out,
  output reg data_valid = 1'b0
);
  parameter IDLE = 4'd0;
  parameter TRANSMIT = 4'd1;
  reg [3:0] state = IDLE;
  reg [2:0] count;
always @(posedge clk)
begin
   if(rst)
   begin
       count <= 8'd0;
       state <= IDLE;
   end
   else
   begin
     count <= count;
     state <= state;
     data_valid <= 1'b0;
     data_out <= data_out;
     case(state)
       IDLE:
         begin
           if(enable)
           begin
             count <= 3'd0;
             data_valid <= 4'd0;
             state <= TRANSMIT;
           end
         end
       TRANSMIT:
         begin
           if(tx_valid)
              begin
                 data_out <= u32_data[(count *8 ) +:8];
                 count <= count + 1;
                 if(count == 3)
                  begin
                    count <= 0;
                    state <= IDLE;
                    data_valid <= 1'b1;
                  end
              end
          end                    
     endcase        
   end
end
endmodule
==> flow/run.sh <==
#!/bin/bash
# OpenROAD 26Q1-2900-gdf79404cd8, Yosys 0.63+post, stock flow scripts
make -C /OpenROAD-flow-scripts/flow DESIGN_CONFIG=/design/flow/config.mk WORK_HOME=/design/flow/orfs finish
==> flow/config.mk <==
export PLATFORM = sky130hd
export DESIGN_NAME = uint32_transmitter
export DESIGN_NICKNAME = uint32_transmitter
export VERILOG_FILES = /design/flow/design.v
export SDC_FILE = /design/flow/constraint.sdc
export NUM_CORES = 4
export LEC_CHECK = 1
export CORE_AREA = 10 10 74 74
export DIE_AREA = 0 0 84 84
==> flow/constraint.sdc <==
current_design uint32_transmitter

set clk_period 3.2
set clk_io_pct 0.2

create_clock -name clk0 -period $clk_period [get_ports {clk}]

set non_clock_inputs [all_inputs -no_clocks]
set_input_delay [expr $clk_period * $clk_io_pct] -clock clk0 $non_clock_inputs
set_output_delay [expr $clk_period * $clk_io_pct] -clock clk0 [all_outputs]
==> results_dict.tcl <==
# collected from the flow reports
set metrics [dict create \
    status "complete, no violations" \
    period_needed_ps 1930 \
    async_flop_share_pct 0 \
    yosys.area.top_type "edfxtp_1" \
    syn_avg_cell_area_um2 11.7 \
    rows 23 \
    final_util_pct 31.3 \
    dpl.cell_count 153 \
    cap_violations 0 \
    hold_buffers 0 \
    wl_mm 2.18 \
    grt_pass1_vias 692 \
    reg2reg_depth 2 \
    grt.met1_usage_pct 6.85 \
    rsz0062_at_grt "false" \
    hold_depth 1 \
    path_max_fanout 8 \
    ant_nets 0 \
    met2_usage_pct 9.90 \
    worst-r2r-setup-slack_ps 1820 \
    drc 0 \
    slew_headroom_pct 57.0 \
    grt_overflow_total 0 \
    fin_skew_ps 4.27 \
    htree_levels 1 \
    min_to "count[2]" \
    layout.cells.non_filler 157 \
    grt_util_met3_pct 2.36 \
    area_growth_pct 71.3 \
    dpl.hpwl_mm 1.81 \
    clock_latency_ps 240 \
    drtIter0Drc 30 \
    gp_congestion 0.738 \
    antenna_found_initial 0 \
    root_buffer "clkbuf_8" \
    flop_cell "edfxtp_1" \
    cp.arrival_ps 1800 \
    pwr_density_cell_mw_per_mm2 341 \
    io_pins 45 \
    clockBufferDepth 2 \
    most_common_cell "mux2i_1" \
    crit_path_end_kind "flip-flop" \
    port_buffers 44 \
    drv_slew 0 \
    initCoreUtil_pct 18.2 \
    grt.busiest_layer "met2" \
    cts_resized 0 \
    tns_ps 0 \
    synth_chip_area_um2 724 \
    hold_class "reg2reg" \
    synth_cell_types 20 \
    cts_num_sinks 13 \
    setup_viol_count_final 0 \
    syn_inst 62 \
    hold_violations 0 \
    power.leakage_nw 0.416 \
    timing.fmax_mhz 518 \
    top_cells_by_count "mux2i_1 (17), edfxtp_1 (9), o22ai_1 (8)" \
    dieHeight_um 84 \
    start_kind "input pin" \
    synth_top_area_share_pct 37.3 \
    critPathRequiredTime_ps 3070 \
    r2r_start "state[0]" \
    irDropWorstVdd_mv 0.349 \
    warning_count 25 \
    ys_warn_count 1 \
    cts.repair_timing.setup_buffer_count 0 \
    clkSlewWorstSetupHoldPaths_ps 50 \
    synth-seq-area-share_pct 48.4 \
    die_x_um 84 \
    grt_max_degree 19 \
    ys_ff 13 \
    r2r-end "data_out[0]" \
    edf_count 9 \
    worstHoldStart "count[2]" \
    ys_cells 62 \
    netlist_area_um2 724 \
    top_cells_by_area "edfxtp_1 (37%), mux2i_1 (23%), dfxtp_1 (11%)" \
    viasPerCell 4.08 \
    cts_buffers 3 \
    chipArea_mm2 0.00706 \
    worst_pin_slew_ps 642 \
    vias 641 \
    cts_tree "built" \
    firstDrtPassIters 4 \
    core_mm2 0.00397 \
    fin_crit_sh_pct 60.4 \
    drive_gt1_share_pct 4.67 \
    grtUsageTotal_pct 5.77 \
    wl_per_cell_um 13.9 \
    grt_first_pass_wirelength_mm 3.36 \
    diodes 0 \
    critical_path_class "in2reg" \
]
==> metal layers <==
layer  wire length (um)  vias to the layer above
met4                 10                        0
met5                  0                        -
met1                884                      291
met2               1120                       22
met3                164                        2
li1                   -                      326
==> cell usage in the layout, fill, tap and decap left out, drive strengths merged <==
master	instances
a21oi	3
buf	1
clkbuf	4
clkdlybuf4s50	44
dfxtp	4
edfxtp	9
ha	1
inv	1
mux2i	17
nand2	2
nand2b	2
nor2	3
nor2b	2
nor3	1
nor3b	1
o21ai	2
o22ai	8
or2	1
or3b	1
==> registers in the layout, summed over array words and instances (netlist names) <==
register,cells
data_out,8
count,3
state,1
data_valid,1
==> area by class of cell <==
class	instances	area (um^2)
repair buffers	45	448
multi-input cells	44	332
well taps	50	62.6
fillers	396	2730
flip-flops and latches	13	350
inverters	1	3.75
clock buffers	4	45.0
==> cells by family (layout without fill, tap and decap cells) <==
| kind of cell | Yosys count | in the layout | share of synthesized area (%) |
|---|---|---|---|
| compound gates | 13 | 13 | 10.4 |
| fa+ha+maj | 1 | 1 | 1.73 |
| buf+inv | 5 | 50 | 5.87 |
| flops | 13 | 13 | 48.4 |
| mux | 17 | 17 | 23.5 |
| simple gates | 13 | 13 | 10.2 |
==> worst max path at each step <==
stage                    start          end  slack [ps]  depth (start not counted)
after global routing  tx_valid  data_out[5]        1130                          3
after CTS             tx_valid  data_out[1]        1260                          3
final                 tx_valid  data_out[0]        1270                          3
==> report_power, final <==
part | internal [mW] | total [mW] | switching (mW)
combinational | 0.0616 | 0.0911 | 0.0295
clock | 0.0875 | 0.140 | 0.0521
sequential | 0.188 | 0.192 | 0.00357
==> metrics by stage <==
step                instance area, um^2  setup WS [ps]  hold WS, ps  power (mW)
global placement                   1200           1060          486       0.286
CTS                                1240           1260          499       0.429
finish                             1240           1270          501       0.423
floorplan                           724           1770          465       0.232
detailed placement                 1200           1000          485       0.288
global route                       1240           1130          535       0.447
==> critical path, cell delays in order <==
cell and delay (ps):
clkdlybuf4s50_1 560, nand2_2 90, nor2_1 500
Power and IR drop assume default switching activity.
